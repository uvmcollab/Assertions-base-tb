===== ./design.v =====
module fifo(
  input clk, rst, wr, rd, 
  input [7:0] din,
  output reg [7:0] dout,
  output reg empty, full);
  reg [3:0] wptr = 0,rptr = 0,cnt = 0;
  reg [7:0] mem [15:0];
  always@(posedge clk)
    begin
      if(rst== 1'b1)
         begin
           cnt <= 0;
           wptr <= 0;
           rptr <= 0;
         end
      else if(wr && !full)
          begin
            if(cnt < 15) begin
            mem[wptr] <= din;
            wptr <= wptr + 1;
            cnt <= cnt + 1;
            end
          end
      else if (rd && !empty)
        begin
          if(cnt > 0) begin
          dout <= mem[rptr];
          rptr <= rptr + 1;
          cnt <= cnt - 1;
          end
        end 
      if(wptr == 15)
         wptr <= 0;
      if(rptr == 15)
         rptr <= 0;
    end
  assign empty = (cnt == 0) ? 1'b1 : 1'b0;
  assign full = (cnt == 15) ? 1'b1 : 1'b0;
endmodule

===== ./run.sh =====
#!/bin/bash
# OpenROAD 26Q1-2900-gdf79404cd8, Yosys 0.63+post, stock flow scripts
make -C /OpenROAD-flow-scripts/flow DESIGN_CONFIG=/design/flow/config.mk WORK_HOME=/design/flow/orfs finish

===== ./constraint.sdc =====
current_design fifo

set clk_period 5.8
set clk_io_pct 0.2

create_clock -name clk0 -period $clk_period [get_ports {clk}]

set non_clock_inputs [all_inputs -no_clocks]
set_input_delay [expr $clk_period * $clk_io_pct] -clock clk0 $non_clock_inputs
set_output_delay [expr $clk_period * $clk_io_pct] -clock clk0 [all_outputs]

===== ./config.mk =====
export PLATFORM = sky130hd
export DESIGN_NAME = fifo
export DESIGN_NICKNAME = fifo
export VERILOG_FILES = /design/flow/design.v
export SDC_FILE = /design/flow/constraint.sdc
export NUM_CORES = 4
export LEC_CHECK = 1
export CORE_UTILIZATION = 50

==> ci_impl_report.md <==
## Synthesis and layout report

| Metric | Value |
|---|---|
| Fin. max-slew vios | 0 |
| Max-area cell share | 69.8% |
| Chip Area, Yosys | 5850 um2 |
| F_max | 304 MHz |
| Latency at later pin | 0.41 ns |
| RSZ-0062 raised after global routing | no |
| Worst path arrival time | 3.33 ns |
| Reg power frac | 47.8% |
| CP startpoint kind | input port |
| Post-synthesis sequential area ratio | 74.0% |
| Maximum VDD drop | 230 uV |
| # port buffers | 21 |
| WP data required | 5.83 ns |
| Area growth syn-to-layout | 16.7% |
| GPL Wtd Cong | 0.858 |
| Die X | 110 um |
| Mapped cell area | 5850 um2 |
| DRT Pass-1 Iters | 6 |
| Hold crit path type | reg -> reg |
| Distinct lib cells | 35 |
| CTS Sinks | 148 |
| Critical path start-end classification | in -> reg |
| Worst path max stage delay | 0.73 ns |
| Post-Route WL | 11.2 mm |
| Pint | 1990 uW |
| Grt ovf | 0 |
| Total inserted antenna cells | 0 |
| Die Ht | 110 um |
| Clock Power Share | 42.9% |
| # fillers | 849 |
| Top Ports | 22 |
| Mean Syn Cell Area | 18.8 um2 |
| Leakage | 0.00221 uW |
| Synthesized registers | 148 |
| Switching Share | 22.0% |
| Final worst path period share | 56.8% |
| Maximum clock path buffer count | 2 |
| Slew margin rel. | 45.1% |
| Synth async-reset ratio | 0% |
| P_sw | 560 uW |
| P per Cell Area | 374 nW/um2 |
| DR WL/cell | 22.5 um |
| Total CTS buffers | 17 |
| Largest net degree at the start of global routing | 36 |
| # rows | 39 |
| Total Power | 2550 uW |
| Share of cells above drive strength 1 | 20.8% |
| Tmin final | 3.29 ns |
| Fin Clk Skew | 0.00704 ns |
| # Post-CTS Setup Buffers | 0 |
| Total track usage | 23.0% |
| CTS-repair resized insts | 0 |
| Register area | 4330 um2 |
| Drt via density | 5.72 |
| Hold Slack | 0.516 ns |
| Root Buffer | clkbuf_16 |
| Fin. Hold Viols | 0 |
| Core region area | 11400 um2 |
| Post-route ant nets | 0 |
| Logic area | 1440 um2 |
| Yosys Instances | 311 |
| CTS tree | built |
| Final setup viols | 0 |
| Chip area | 12100 um2 |
| Vias | 2847 |
| Logic pwr share | 9.3% |
| Drt drc | 0 |
| YS warnings | 3 |
| Worst-margin pin slew | 0.821 ns |
| Setup crit end kind | register |
| Vias in the first global route | 3063 |
| Clock slew at reported path FFs | 0.06 ns |
| Run status | completed |
| CP max-delay cell | nor2b_1 |
| H-Tree Depth | 4 |
| First-pass GRT wire length | 17.5 mm |
| Initial antenna violation count | 0 |
| Max Cap Violations | 0 |
| OpenROAD warning count | 28 |
| Post-synth EDFFs | 136 |
| Main flop type | edfxtp_1 |
| Critical path cell sequence | clkdlybuf4s50_1, and2b_1, a2111oi_4, nor2b_1 |
| Fp_density | 51.2% |
| Worst-path maximum fanout | 9 |
| Initial drt markers | 192 |
| Synth top area cells | edfxtp_1 (70%), mux4_2 (12%), dfxtp_1 (4.1%) |
| Post-Synthesis Cells | 311 |
| DPL Wire Length | 6.91 mm |
| Hold_buf cts | 0 |
| Synth area leader | edfxtp_1 |
| Setup_tns | 0 ns |
-- synth_stat cells, types with 2 or more instances --
cell type,n
a21oi_1,3
a22oi_1,16
a31o_2,2
buf_1,2
buf_2,5
clkbuf_1,8
dfxtp_1,12
edfxtp_1,136
ha_1,7
inv_1,5
mux2i_1,4
mux4_2,32
nand2_1,18
nand2b_1,2
nand3_1,5
nand4_1,2
nor2_1,23
nor2b_1,3
nor3_1,6
xnor2_1,3
xor2_1,3
-- state kept, by name (all words and copies together), names as in the netlist --
name / flops
mem: 128
dout: 8
cnt: 4
rptr: 4
wptr: 4
-- cell type report --
cell class | count | area share [%]
flip-flops and latches | 148 | 63.4
repair buffers | 27 | 3.74
clock inverters | 15 | 2.62
clock buffers | 17 | 6.23
well taps | 143 | 2.62
inverters | 5 | 0.275
multi-input cells | 143 | 21.1
-- layer usage --
metal  track usage, %  wire (um)  share of wire [%]
met2             34.0       5460                 49
met5                0          0                  0
met1             37.8       4610                 41
met3             10.4       1070                9.6
met4             2.16         60               0.54
-- path summary, 6_finish.rpt --
kind	endpoint	start	slack [ns]	cells past startpoint
max	dout[6]	wr	2.51	4
min reg2reg	wptr[1]	wptr[1]	0.52	2
max reg2reg	dout[6]	cnt[0]	3.33	3
min	wptr[1]	wptr[1]	0.52	2
-- cell families (layout without fill, tap and decap cells) --
kind of cell | Yosys count | after routing | synth area share, %
multiplexers | 36 | 36 | 13.0
AND-OR/OR-AND | 29 | 29 | 4.02
AND/OR/NAND/NOR | 64 | 64 | 4.88
flip-flops | 148 | 148 | 74.0
buffers and inverters | 20 | 64 | 1.39
adder cells (fa/ha/maj) | 8 | 8 | 1.84
XOR/XNOR | 6 | 6 | 0.899
-- cells in the final DEF (no fill, tap or decap), types with 4 or more instances in the layout --
| cell type | Yosys | layout |
|---|---|---|
| buf_4 | 0 | 6 |
| ha_1 | 7 | 7 |
| nand2_1 | 18 | 18 |
| dfxtp_1 | 12 | 11 |
| nor2_1 | 23 | 23 |
| mux2i_1 | 4 | 4 |
| clkbuf_16 | 0 | 17 |
| edfxtp_1 | 136 | 136 |
| a22oi_1 | 16 | 16 |
| mux4_2 | 32 | 32 |
| inv_1 | 5 | 5 |
| clkdlybuf4s50_1 | 0 | 21 |
| nand3_1 | 5 | 5 |
| nor3_1 | 6 | 6 |
-- power by group through the flow --
stage	clock network, uW	registers [uW]	logic, uW
CTS	1120	1220	242
finish	1090	1220	237
global route	1170	1220	268
-- stage by stage --
step	area [um2]	worst slack [ns]	cells	util [%]
6_report	6820	2.51	498	59.8
3_5_place_dp	6220	2.09	466	54.5
3_3_place_gp	6220	2.14	466	54.5
4_1_cts	6820	2.53	498	59.8
2_1_floorplan	5850	2.94	311	-
5_1_grt	6820	2.43	498	59.8
-- critical path, delay by kind of cell --
| family | cells | cell delay (ns) |
|---|---|---|
| AND/OR/NAND/NOR | 2 | 1.01 |
| buffers and inverters | 1 | 0.58 |
| AND-OR/OR-AND | 1 | 0.57 |
Power is estimated from default activity; no workload was simulated.
